### flow/config.mk
export PLATFORM = sky130hd
export DESIGN_NAME = uart_block
export DESIGN_NICKNAME = uart_block
export VERILOG_FILES = /design/flow/design.v
export SDC_FILE = /design/flow/constraint.sdc
export NUM_CORES = 4
export LEC_CHECK = 1
export CORE_UTILIZATION = 40
### flow/constraint.sdc
current_design uart_block

set clk_period 373.7
set clk_io_pct 0.2

create_clock -name clk0 -period $clk_period [get_ports {clock}]

set non_clock_inputs [all_inputs -no_clocks]
set_input_delay [expr $clk_period * $clk_io_pct] -clock clk0 $non_clock_inputs
set_output_delay [expr $clk_period * $clk_io_pct] -clock clk0 [all_outputs]
### flow/design.v
`timescale 1ns/1ps
module uart_block#(parameter bitsPerClk=5208)(
	input clock,
	input [0:7] data,
	input startTransfer,
	input serialDatai,
	input reset,
	output reg [0:7] parallelData,
	output reg serialData,
	output reg doneRx,
	output reg doneTx,
	output reg inValid
);
        urt_tx	#(bitsPerClk)uart_tx(
        	.clk(clock),
        	.rst(reset),
        	.tx_signal(startTransfer),
        	.data(data),
        	.sed(doneTx),
        	.datas(serialData)
        );
        urt_rx #(bitsPerClk)uart_rx(
        	.clk(clock),
        	.rst(reset),
        	.datar(serialDatai),
        	.data(parallelData),
        	.prob(inValid),
        	.red(doneRx)
        );
endmodule
`timescale 1ns/1ps
module urt_rx #(parameter bitsPerClk=10) (
    input clk,
    input rst,
    input datar,
    output reg [0:7]data,
    output reg prob,
    output reg red
);
    localparam idel = 3'b000;
    localparam start = 3'b001;
    localparam receiveData = 3'b010;
    localparam done = 3'b011;
    reg [bitsPerClk-1:0] clck=0;
    reg [2:0] state=0;
    reg parity;
    reg [3:0] bit_counter   = 0;
    reg [0:10] datarx;
    always@(posedge clk)
    begin
    if(~rst)
    begin
        case(state)
            idel:
            begin
                clck<=0;
                prob<=1'b0;
                red<=1'b0;
                if(datar==1'b0)
                    begin
                        bit_counter<=0;
                        datarx[0]<=1'b0;
                        state = receiveData;
                    end
                else
                    state <= idel;
            end
            start:
            begin
                parity = datarx[1]^datarx[2]^datarx[3]^datarx[4]^datarx[5]^datarx[6]^datarx[7]^datarx[8];
                if(parity ^ datarx[9]!=1'b0)
                begin
                    prob <= 1'b1;
                    data <= 8'bxxxxxxxx;
                    state <= idel;
                end
                data <= datarx[1:8];
                state <= done;
            end
            receiveData:
            begin
                if(clck < bitsPerClk-1)
                    begin
                        clck<=clck+1;
						datarx[bit_counter] <= datar;
                    end
                else begin
                    clck<=0;
                    bit_counter = bit_counter+1'b1;
                    if(bit_counter == 4'b1011) state <= start;
                    else state <= receiveData;
                end
            end
            done:
            begin
                state <= idel;
                red <= 1'd1;
                prob<=1'b0;
                data <= datarx[1:8];
            end
        	  default:
        	    state <= idel;
        	endcase
    	end
	else
	begin
		 clck<=0;
                prob<=1'b0;
                red<=1'b0;
                data<=8'bx;
	end
end
endmodule
`timescale 1ns/1ps
module urt_tx #(parameter bitsPerClk=10)(
    input clk,
    input rst,
    input tx_signal,
    input [0:7] data,
    output reg sed,
    output reg datas
);
    reg [bitsPerClk-1:0] Clck=0;
    localparam idel = 3'b000;
    localparam start = 3'b001;
     localparam transferdata = 3'b010;
     localparam done = 3'b011;
     localparam parity1 = 3'b100;
    reg [2:0] state=0;
    reg parity;
    reg [3:0] bit_counter   = 0;
    reg [0:10] datatx;  
    always@(posedge clk)
    begin
	    if(~rst)
	    begin
		case(state)
			    idel:
			    begin
				Clck<=0;
				sed<=1'b0;
				datas<=1'b1;
				bit_counter<=0;
				if(tx_signal==1'b1)
				    state <= parity1;
				else
				    state <= idel;
			    end
			    parity1:
			    begin
				parity <= data[0]^data[1]^data[2]^data[3]^data[4]^data[5]^data[6]^data[7];
				state <= start;
			    end
			    start:
			    begin
				datas<=1'b0;
				if(Clck < bitsPerClk-1)
				    begin
					Clck<=Clck+1;
					state<=start;
				    end
				else begin
				    datatx <= {data,parity,1'b1};
				    state <= transferdata;
				end
			    end
			    transferdata:
			    begin
				if(Clck < bitsPerClk-1)
				    begin
					Clck <= Clck+1;
					datas <= datatx[bit_counter];
				    end
				else
				    begin
					Clck <= 0;
					bit_counter <= bit_counter+1'b1;
					if(bit_counter == 4'b1010)
					    state <= done;
					else
					    state <= transferdata;
				    end
			    end
			    done:
			    begin
				state<=idel;
				sed=1'd1;
			    end
			    default:
			    state <= idel;
			endcase
		    end
	    else
	    begin
	    	Clck<=0;
		sed<=1'b0;
		datas<=1'b1;
		bit_counter<=0;
	    end
	end
endmodule
### flow/run.sh
#!/bin/bash
# OpenROAD 26Q1-2900-gdf79404cd8, Yosys 0.63+post, stock flow scripts
make -C /OpenROAD-flow-scripts/flow DESIGN_CONFIG=/design/flow/config.mk WORK_HOME=/design/flow/orfs finish
==> job_summary.md <==
### Flow metrics

| Metric | Value |
|---|---|
| Outcome | stopped before the end |
| Failing step | global routing (5_1_grt) |
| Stop err | [ERROR GRT-0116] Global routing finished with congestion. Check the congestion regions in the DRC Viewer. |
| YS chip area | 0.528 mm2 |
| Num CTS Buffers | 1195 |
| Top-count cell post-synth | dfxtp_1 |
| Post-CTS Hold Fix Bufs | 0 |
| Synth warn | 2 |
| Top cells by area | dfxtp_1 40%, and2_1 10%, nor4_1 9.3% |
| Dominant cell area share | 39.6% |
| I/O pins | 24 |
| Cell taking the most area after synthesis | dfxtp_1 |
| Clock root buffer master | clkbuf_16 |
| GPL Wtd Cong | 2.34 |
| Clock sinks | 10.5k |
| Post-synth regs | 10.5k |
| Post-synthesis sequential area ratio | 39.8% |
| Vias in the first global route | 799k |
| Async SR Flop Fraction | 0% |
| Largest net degree at the start of global routing | 246 |
| Synthesized area per cell | 7.78 um2 |
| CTS H-tree depth | 7 |
| Hpwl dp | 6580000 um |
| Die Ht | 1150 um |
| Setup Fix Bufs, Post-CTS | 0 |
| Yosys cell count | 67.8k |
| Num rows | 421 |
| Die width | 1150 um |
| Initial Util | 40.1% |
| Syn Std Cell Area | 0.528 mm2 |
| Library cells used by synthesis | 81 |
| Gate Count Post-Synth | 67.8k |
| Resize count post-CTS | 0 |
| Top cells by count, synth | 10.4k x dfxtp_1, 8729 x and2_1, 7873 x nor4_1, 7657 x nand4_1, 6154 x nor2_1 |
| CTS max path bufs | 6 |
| Number of enable flip-flop cells | 36 |
| Overflow after GRT | 280k |
| Global-route wire length before repair | 9940000 um |
| Gr usage total | 121% |
| Main flop type | dfxtp_1 |
| # port buffers | 23 |
logic make-up after synthesis:
family	count (synthesis)	share of synthesized area, %
and+or+nand+nor	51500	54.8
DFF	10500	39.8
buffers and inverters	3801	2.73
AOI/OAI and AO/OA	1469	1.77
xor gates and xnor gates	548	0.910
adders and majority gates	17	0.0403
muxes	7	0.0157
per-stage QoR:
step / cell area [um2] / cells / setup slack (ns) / total power, mW
4_1_cts: 665000 / 94200 / 293.64 / 2.40
3_3_place_gp: 625000 / 92200 / 292.59 / 1.19
3_5_place_dp: 625000 / 92200 / 292.54 / 1.19
2_1_floorplan: 528000 / 67800 / 297.16 / 1.17
layer usage:
layer / GRT usage [%] / overflow
met4: 101 / 20800
met2: 153 / 157000
met5: 83.6 / 2488
met3: 100 / 30800
met1: 118 / 68600
Power and IR drop assume default switching activity.
